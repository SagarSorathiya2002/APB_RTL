$ cat flow/run.sh
#!/bin/bash
# OpenROAD 26Q1-2900-gdf79404cd8, Yosys 0.63+post, stock flow scripts
make -C /OpenROAD-flow-scripts/flow DESIGN_CONFIG=/design/flow/config.mk WORK_HOME=/design/flow/orfs finish
$ cat flow/config.mk
export PLATFORM = sky130hd
export DESIGN_NAME = apb_top
export DESIGN_NICKNAME = apb_top
export VERILOG_FILES = /design/flow/design.v
export SDC_FILE = /design/flow/constraint.sdc
export NUM_CORES = 4
export LEC_CHECK = 1
export CORE_UTILIZATION = 40
$ cat flow/constraint.sdc
current_design apb_top

set clk_period 7.3
set clk_io_pct 0.2

create_clock -name clk0 -period $clk_period [get_ports {PCLK}]

set non_clock_inputs [all_inputs -no_clocks]
set_input_delay [expr $clk_period * $clk_io_pct] -clock clk0 $non_clock_inputs
set_output_delay [expr $clk_period * $clk_io_pct] -clock clk0 [all_outputs]
$ cat flow/design.v
 module APB_MASTER(PCLK,PRESETn,transfer,READ_WRITE,apb_write_paddr,apb_write_data,apb_read_paddr,apb_read_data_out,paddr,pwdata,prdata,PENABLE,PWRITE,PREADY,psel1,psel2,PSLVRR);
input PCLK,PRESETn,READ_WRITE,PREADY,transfer;
input [7:0] apb_write_data,prdata;
input [8:0] apb_write_paddr,apb_read_paddr;
output psel1,psel2;
output reg [7:0] apb_read_data_out,pwdata;
output reg [8:0] paddr;
output PSLVRR,PWRITE,PENABLE;
parameter IDEAL  = 2'd0,
          SETUP  = 2'd1,
          ACCESS = 2'd2;
reg [1:0] current_state=IDEAL,next_state;
reg setup_error,
    apb_read_add_error,
    apb_write_add_error,
	 apb_rw_error,
    apb_write_data_error;
assign PWRITE=READ_WRITE;
assign PENABLE=current_state==ACCESS?1:0;
assign {psel1,psel2}=(current_state!=IDEAL)?(paddr[8]?2'b10:2'b01):2'b0;
assign PSLVRR = setup_error||apb_read_add_error||apb_write_add_error||apb_write_data_error||apb_rw_error;
always@(posedge PCLK or posedge PRESETn)
begin
if(PRESETn)
begin
current_state=IDEAL;
end
else
begin
current_state=next_state;
end
end
always@(current_state or transfer or PREADY or PSLVRR)
begin
case(current_state)
IDEAL :
       begin
if(transfer)
  next_state=SETUP;
else
  next_state=IDEAL;
end
SETUP :
       begin
if(READ_WRITE)
begin
paddr=apb_read_paddr;
end
else
begin
paddr=apb_write_paddr;
pwdata=apb_write_data;
end
if(!PSLVRR)
next_state=ACCESS;
else
next_state=SETUP;
end
ACCESS :
       begin
if(!transfer&&PREADY&&!PSLVRR)
begin
next_state=IDEAL;
if(READ_WRITE)
begin
apb_read_data_out=prdata;
end
end
else if((transfer)&(PREADY)&(!PSLVRR))
begin
next_state=SETUP;
if(READ_WRITE)
begin
apb_read_data_out=prdata;
end
end
else
next_state=ACCESS;
       end
default :
       begin
next_state=IDEAL;
end
endcase
end
always@(posedge PCLK or posedge PRESETn)
begin
if(PRESETn)
begin
    {setup_error,
    apb_read_add_error,
    apb_write_add_error,
	 apb_rw_error,
    apb_write_data_error}=5'd0;
end
else
begin
if(current_state==IDEAL&&next_state==ACCESS)
      setup_error=1'd1;
else  setup_error=1'd0;
if(READ_WRITE===1'dz||READ_WRITE===1'dx)
      apb_rw_error=1'd1;
else  apb_rw_error=1'd0;		
if(READ_WRITE&&(apb_read_paddr===9'dx||apb_read_paddr===9'dz))
       apb_read_add_error=1'b1;
else	 apb_read_add_error=1'd0;
if(!READ_WRITE&&(apb_write_paddr===9'dx||apb_write_paddr===9'dz)&&(current_state==ACCESS||current_state==SETUP))
     apb_write_add_error=1'b1;
else apb_write_add_error=1'd0;
if(!READ_WRITE&&(apb_write_data===8'dx||apb_write_data===8'dz))
     apb_write_data_error=1'd1;
else apb_write_data_error=1'd0;
if(current_state==SETUP)
begin
if(READ_WRITE&&(paddr!=apb_read_paddr))
setup_error=1'd1;
else if((!READ_WRITE)&&(paddr!=apb_write_paddr)&&(pwdata!=apb_write_data))
setup_error=1'd1;
else
setup_error=1'd0;
end
end
end
endmodule 
module APB_SLAVE( PCLK,PRESETn,PSEL,PENABLE,READ_WRITE,paddr,apb_write_data,prdata,PREADY);
input PCLK,PRESETn,PSEL,PENABLE,READ_WRITE;
input [7:0] paddr,apb_write_data;
output reg [7:0] prdata;
output reg PREADY;
reg [7:0] address ;
reg [7:0] data [255:0];
always@(posedge PCLK or posedge PRESETn)
begin
if(PRESETn)
begin
PREADY=1'd0;
end
else
begin
case({PSEL,PENABLE,READ_WRITE})
3'b110 : 
        begin
		  data[paddr]=apb_write_data;
		  PREADY=1'd1;
        end	
3'b111 : 
        begin
        prdata=data[paddr];
        PREADY=1'd1;
        end		  
default : PREADY=1'd0;		  
endcase
end
end
endmodule 
module apb_top(PCLK,PRESETn,READ_WRITE,transfer,apb_write_data,apb_write_paddr,apb_read_paddr,apb_read_data_out,PSLVRR,PREADY);
input PCLK,PRESETn,READ_WRITE,transfer;
input [7:0] apb_write_data;
input [8:0] apb_write_paddr,apb_read_paddr;
output [7:0] apb_read_data_out;
output PSLVRR,PREADY;
wire [7:0] paddr,prdata1,prdata2,pwdata,prdata;
wire PREADY1,PREADY2,PWRITE,PENABLE,psel1,psel2;
assign PREADY = psel1?PREADY1:PREADY2;
assign prdata = psel1?prdata1:prdata2;
APB_MASTER master(.PCLK(PCLK),
                  .PRESETn(PRESETn),
						.transfer(transfer),
						.READ_WRITE(READ_WRITE),
						.apb_write_paddr(apb_write_paddr),
						.apb_write_data(apb_write_data),
						.apb_read_paddr(apb_read_paddr),
						.apb_read_data_out(apb_read_data_out),
						.paddr(paddr),
						.pwdata(pwdata),
						.prdata(prdata),
						.PENABLE(PENABLE),
						.PWRITE(PWRITE),
						.PREADY(PREADY),
						.psel1(psel1),
						.psel2(psel2),
						.PSLVRR(PSLVRR));
APB_SLAVE slave_1(.PCLK(PCLK),
                  .PRESETn(PRESETn),
						.PSEL(psel1),
						.PENABLE(PENABLE),
						.READ_WRITE(PWRITE),
						.paddr(paddr),
						.apb_write_data(pwdata),
						.prdata(prdata1),
						.PREADY(PREADY1));
APB_SLAVE slave_2(.PCLK(PCLK),
                  .PRESETn(PRESETn),
						.PSEL(psel2),
						.PENABLE(PENABLE),
						.READ_WRITE(PWRITE),
						.paddr(paddr),
						.apb_write_data(pwdata),
						.prdata(prdata2),
						.PREADY(PREADY2));
endmodule 
==> out/results.env <==
CRITPATHCAPTURETYPE='flip-flop'
SYN_TO_FINAL_GROWTH_PCT=18.6
MAPPEDNETLISTAREA_UM2=160000
PLACE.GP.CONGESTION=1.16
WARNINGS=36
FINAL.SETUP.TNS_NS=0
CRITICAL_PATH.STARTPOINT='READ_WRITE'
FIN_SKEW_NS=0.0608
COUNT_OF_UNCLOCKED_REGISTER_OR_LATCH_PINS=25
SYNTHDOMINANTAREACELLTYPE='sky130_fd_sc_hd__edfxtp_1'
IR_WORST_VDD_uV=237
HOLD_PATH.CLASS='reg -> reg'
REGAREA_UM2=124000
CTS_HTREE_LEVELS=5
WIRE_PER_INST_UM=63.8
DIE_HEIGHT_UM=635
CLOCK_ROOT_BUFFER='sky130_fd_sc_hd__clkbuf_16'
FIN_CELLS=17000
UNTIMED_ENDPOINTS=4129
SYNTH.FF_LATCH_COUNT=4146
GRT_SETUP_UNREPAIRED='no'
R2R-END='slave_1.data[60][1]$_DFFE_PP_'
CRIT-REG2REG-LAUNCH='master.current_state[0]$_DFF_PP0_'
MAXIMUM_NUMBER_OF_PINS_ON_ONE_NET_BEFORE_GLOBAL_ROUTE_REPAIR=107
FINAL_HOLD_VIOLATIONS=0
CRITPATHLAUNCHTYPE='primary input'
CTS_TREE='built'
COMBGATEAREA_UM2=34800
VIOLATED_CHECKS='max-capacitance violations, max-slew violations'
GRT_PASS1_WL_UM=1350000
P_PER_AREA_nW_PER_UM2=277
WORSTSETUPENDPOINT='slave_1.data[60][1]$_DFFE_PP_'
FINAL.PERIOD_UTILIZATION_PCT=74.2
WORSTMARGINPINSLEW_NS=1.61
DETAIL_ROUTE.FIRST_PASS.ITERATIONS=9
DRT_DRC_VIOLATIONS_LEFT=0
IO_BUFFERS=39
DRT.ANTENNA.VIOLATING_NETS=0
WORST_EP_ARRIVAL_TIME_NS=6.16
SLEW-LIMIT-HEADROOM_PCT=-8.52
SYNTH.YOSYS.NUM_CELLS=10100
EDF_COUNT=4112
NUMBER_OF_GLOBAL_ROUTE_VIAS_BEFORE_REPAIR=121000
ACHIEVABLE-FREQUENCY_GHz=0.185
OVERALL_ROUTED_NET_LENGTH_UM=1080000
YS_TYPES=95
P_LEAK_uW=0.0608
LARGEST_FANOUT_ON_THE_CRITICAL_PATH=28
DR.FIRST_ITER.DRC_COUNT=14100
CLOCK_TREE.BUFFER_DEPTH=4
YS.WARNINGS.COUNT=8
GR-TOTAL-OVERFLOW=0
NUM_VIAS=122000
SETUP_VIOL_COUNT_FINAL=0
WP_DATA_REQUIRED_NS=8.05
TRITONCTS.NUM_BUFFERS=432
N_FILL_CELL=33500
SYNTH-AREA-YOSYS_UM2=160000
BIGGEST_CELL_DELAY_ALONG_THE_CRITICAL_PATH_NS=0.96
FLOP_CELL='sky130_fd_sc_hd__edfxtp_1'
TIMING.SETUP.CRITICAL_PATH_CLASS='in -> reg'
RUN_STATUS='finished with violations'
CLKSLEWWORSTSETUPHOLDPATHS_NS=0.06
CRIT_SLOWEST_CELL='sky130_fd_sc_hd__a31oi_1'
ROW_COUNT=232
DETAILED_PLACE_HPWL_UM=773000
CELL_BY_CELL_LISTING_OF_THE_CRITICAL_PATH='clkdlybuf4s50_1 -> inv_1 -> nand2_1 -> nor2_2 -> buf_4 -> nand2_1 -> inv_1 -> nand4_1 -> a31oi_1 -> buf_4'
FP_UTIL_PCT=40.2
POSTCTSSETUPBUFFERS=0
FINAL_LAYOUT_SIZE_SUFFIX_GT1_SHARE_PCT=20.3
INITIAL_ANTENNA_VIOLATION_COUNT=189
SYN_AVG_CELL_AREA_UM2=15.8
GRT.TOTAL_USAGE_PCT=58.5
POST_DRT_VIA_CELL_RATIO=7.20
FLOORPLAN.DIE.WIDTH_UM=635
POST-ROUTE-MIN-PERIOD_NS=5.41
POSTCTSHOLDBUFS=0
CTS.REPAIR.RESIZED=0
TIMING.REG2REG.SETUP_SLACK_NS=2.55
FINAL-MAX-SLEW-VIOLATION-COUNT=20
SYNTHESIS.INSTANCES=10100
PLACED_CELLS=15900
TOP_AREA_SHARE_PCT=77.1
NUM_IO_PINS=40
WORST_R2R_PATH_DEPTH=11
CHIP_AREA_UM2=403000
MAX_CAP_VIOLATIONS=4
SYNTHARSTFLOPSHARE_PCT=0.217
CLKLATENCYLATEPIN_NS=1.10
FP.COREAREA_UM2=399000
NETLIST_TOP_CELLS_AREA='sky130_fd_sc_hd__edfxtp_1 77%, sky130_fd_sc_hd__a22oi_1 4.8%, sky130_fd_sc_hd__nand3_1 2.8%, sky130_fd_sc_hd__nor2_1 1.4%, sky130_fd_sc_hd__nand4_1 1.3%'
metal layers:
metal / global-route usage (%) / part of all wire (%) / vias up
met2: 71.0 / 39 / 13700
met3: 53.3 / 21 / 3794
met1: 57.1 / 27 / 60300
met5: 16.7 / 0.71 / -
met4: 51.7 / 12 / 177
li1: - / - / 44200
metrics by stage:
step / cell area (um2) / hold slack [ns] / power (uW) / worst slack (ns) / util, %
finish: 190000 / 0.655 / 52700 / 1.89 / 47.7
global route: 190000 / 0.687 / 53200 / 2.11 / 47.6
CTS: 189000 / 0.653 / 52200 / 2.30 / 47.5
detailed placement: 175000 / 0.644 / 30600 / 1.26 / 44.0
global placement: 175000 / 0.617 / 30600 / 1.21 / 44.0
floorplan: 160000 / 0.516 / 28000 / 2.81 / -
synthesized netlist by cell type, drive strengths merged, types with 18 or more instances:
| library cell | n |
|---|---|
| edfxtp | 4112 |
| a22oi | 1032 |
| nand3 | 890 |
| nor2 | 589 |
| clkbuf | 408 |
| buf | 359 |
| nand4 | 325 |
| and3 | 256 |
| nand2 | 227 |
| a21oi | 193 |
| o22ai | 180 |
| nor4 | 149 |
| a32oi | 137 |
| nor3 | 136 |
| o21ai | 135 |
| a22o | 122 |
| a222oi | 104 |
| a2111oi | 93 |
| a221oi | 71 |
| a211oi | 70 |
| or4 | 61 |
| o211ai | 46 |
| a31oi | 25 |
| o221ai | 23 |
| a32o | 20 |
| and4 | 18 |
| mux2 | 18 |
| o22a | 18 |
cell usage in the layout, fill, tap and decap left out, drive strengths merged, types with 14 or more instances in the layout:
| master | count |
|---|---|
| a22o | 122 |
| dlxtn | 16 |
| or4 | 61 |
| xor2 | 14 |
| a32o | 20 |
| clkinvlp | 36 |
| clkinv | 193 |
| nor4 | 149 |
| o221ai | 23 |
| a2111oi | 93 |
| bufinv | 37 |
| or4b | 15 |
| nor3 | 136 |
| clkdlybuf4s50 | 38 |
| a22oi | 1032 |
| or3 | 16 |
| nand2 | 227 |
| clkbuf | 515 |
| edfxtp | 4112 |
| a32oi | 137 |
| diode | 280 |
| o211ai | 46 |
| nor2 | 589 |
| o22a | 18 |
| xnor2 | 16 |
| and4 | 18 |
| a21oi | 193 |
| inv | 27 |
| a31oi | 25 |
| o22ai | 180 |
| a222oi | 104 |
| nand3 | 890 |
| and3 | 256 |
| a211oi | 70 |
| nand4 | 325 |
| mux2 | 18 |
| o21ai | 135 |
| a221oi | 71 |
| buf | 1246 |
cells by family (layout without fill, tap and decap cells):
| family | count (synthesis) | count (layout) | synth area share (%) |
|---|---|---|---|
| adder cells (fa/ha/maj) | 5 | 5 | 0.0375 |
| XOR/XNOR | 30 | 30 | 0.164 |
| multiplexers | 19 | 19 | 0.133 |
| AND-OR/OR-AND | 2353 | 2353 | 11.0 |
| buffers and inverters | 784 | 2092 | 2.10 |
| AND/OR/NAND/NOR | 2784 | 2784 | 9.09 |
| latches | 25 | 25 | 0.234 |
| flip-flops | 4121 | 4121 | 77.2 |
| other | 1 | 281 | 0.00234 |
power breakdown:
| part | total [uW] | internal, uW | switching, uW |
|---|---|---|---|
| Combinational | 4420 | 702 | 3720 |
| Clock | 22100 | 12300 | 9840 |
| Sequential | 26200 | 26100 | 50.2 |
how the worst min path moves through the flow:
| stage | startpoint | endpoint | slack [ns] | cells after the start |
|---|---|---|---|---|
| 5_1_grt | master.current_state[0]$_DFF_PP0_ | master.current_state[1]$_DFF_PP0_ | 0.69 | 2 |
| 6_report | master.current_state[1]$_DFF_PP0_ | master.current_state[1]$_DFF_PP0_ | 0.66 | 2 |
| 4_1_cts | master.current_state[1]$_DFF_PP0_ | master.current_state[1]$_DFF_PP0_ | 0.65 | 2 |
worst max-delay path: cells and delay by family:
| kind | cells | cell delay (ns) |
|---|---|---|
| buffers and inverters | 5 | 1.97 |
| AND-OR/OR-AND | 1 | 0.96 |
| AND/OR/NAND/NOR | 4 | 1.73 |
sequential cells by signal, indices dropped and copies added (netlist names), 2 cells and up:
signal and flops:
master.apb_read_data_out 8, master.current_state 2, master.paddr 9, master.pwdata 8, slave_1.data 2048, slave_1.prdata 8, slave_2.data 2048, slave_2.prdata 8
cell type report:
class / count / share of cell area, %
Sequential cell: 4146 / 65.3
Multi-Input combinational cell: 5192 / 18.3
Clock buffer: 515 / 5.88
Timing Repair Buffer: 1284 / 5.20
Tap cell: 5265 / 3.47
Clock inverter: 276 / 1.42
Antenna cell: 280 / 0.369
Inverter: 17 / 0.0336
Power and IR drop assume default switching activity.
